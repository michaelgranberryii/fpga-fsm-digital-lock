==> /design/flow/design.v <==
`timescale 1ns / 1ps
module debounce
    #(
        parameter clk_freq = 50_000_000,
        parameter stable_time = 10
    )
    (
        input logic clk,
        input logic rst,
        input logic button,
        output logic result
    );
    logic sig;
    logic [31:0] count;
    localparam max_delay = clk_freq*stable_time/1024;
    always_ff @( posedge clk, posedge rst ) begin
        if (rst) begin
            sig <= 1'b0;
            count <= 0;
        end
        else begin
            if (button) begin
                if (count == max_delay) begin
                    sig <= 1'b1;
                end
                count <= count + 1;
            end
            else begin
                sig <= 1'b0;
                count <= 0;
            end
        end
    end
    assign result = sig;
endmodule
`timescale 1ns/1ps
module lock_fsm 
#(
    parameter flash_speed = 23
)
(
    input logic clk,
    input logic [3:0] nwse,
    output logic [3:0] led,
    output logic [2:0] rgb
);
    typedef enum {lock, s1, s2, s3, unlock, w1, w2, w3, alarm, a1, r1, r2, r3, reset } state;
    state currstate;
    logic [3:0] led_reg;
    logic [2:0] rgb_reg;
    logic [flash_speed:0] count_flash;
    logic [(1+flash_speed):0] count_flash2;
    always_ff @(posedge clk) begin : fsm_state
            case (currstate)
                lock: begin
                    if (nwse[1]) begin  
                        currstate <= s1;
                    end
                    else if ((nwse == 4'h4) || (nwse == 4'h8)) begin
                        currstate <= w1;
                    end
                    else if (nwse[0]) begin
                        currstate <= r1;
                    end
                    else begin
                        currstate <= lock;
                    end
                end 
                r1: begin
                    if (nwse[0]) begin
                        currstate <= reset;
                    end
                    else if ((nwse == 4'h2) || (nwse == 4'h4) || (nwse == 4'h8)) begin
                        currstate <= w2;
                    end
                    else begin
                        currstate <= r1;
                    end
                end
                r2: begin
                    if (nwse[0]) begin
                        currstate <= reset;
                    end
                    else if ((nwse == 4'h2) || (nwse == 4'h4) || (nwse == 4'h8)) begin
                        currstate <= w3;
                    end
                    else begin
                        currstate <= r2;
                    end
                end
                r3: begin
                    if (nwse[0]) begin
                        currstate <= reset;
                    end
                    else if ((nwse == 4'h2) || (nwse == 4'h4) || (nwse == 4'h8)) begin
                        currstate <= alarm;
                    end
                    else begin
                        currstate <= r2;
                    end
                end
                reset: begin
                        currstate <= lock;
                end
                s1: begin
                    if (nwse[2]) begin  
                        currstate <= s2;
                    end
                    else if ((nwse == 4'h2) || (nwse == 4'h8)) begin
                        currstate <= w2;
                    end
                    else if (nwse[0]) begin
                        currstate <= r2;
                    end
                    else begin
                        currstate <= s1;
                    end
                end
                s2: begin
                    if (nwse[0]) begin  
                        currstate <= s3;
                    end
                    else if ((nwse == 4'h2) || (nwse == 4'h4) || (nwse == 4'h8)) begin
                        currstate <= w3;
                    end
                    else begin
                        currstate <= s2;
                    end
                end
                s3: begin
                    if (nwse[2]) begin  
                        currstate <= unlock;
                    end
                    else if ((nwse == 4'h2) || (nwse == 4'h1) || (nwse == 4'h8)) begin
                        currstate <= alarm;
                    end
                    else if (nwse[0]) begin
                        currstate <= reset;
                    end
                    else begin
                        currstate <= s3;
                    end
                end
                unlock: begin
                    if(|nwse) begin
                        currstate <= lock;
                    end
                end
                w1: begin
                    if (nwse[0]) begin
                        currstate <= r2;
                    end
                    else if (|nwse) begin
                        currstate <= w2;
                    end
                end
                w2: begin
                    if (nwse[0]) begin
                        currstate <= r3;
                    end
                    else if (|nwse) begin
                        currstate <= w3;
                    end
                end
                w3: begin
                    if (|nwse) begin
                        currstate <= alarm;
                    end
                end
                alarm: begin
                    if ((nwse == 4'h4)) begin
                        currstate <= a1;
                    end
                    else begin
                        currstate <= alarm;
                    end
                end
                a1: begin
                    if ((nwse == 4'h1)) begin
                        currstate <= reset;
                    end
                    else if ((nwse == 4'h2) || (nwse == 4'h4) || (nwse == 4'h8)) begin
                        currstate <= alarm;
                    end
                    else begin
                        currstate <= a1;
                    end
                end
                default: begin
                    currstate <= lock;
                end
            endcase
    end  
    always_ff @( posedge clk ) begin : flash_light 
        if (currstate == unlock) begin
            count_flash <= count_flash + 1;
            if (count_flash == 0) begin
                led_reg <= ~led_reg;
            end
        end
        else if (currstate == alarm) begin
            count_flash <= count_flash + 1;
            if (count_flash == 0) begin
                rgb_reg[2] <= ~rgb_reg[2];
            end
        end
        else if (currstate == a1) begin
            count_flash2 <= count_flash2 + 1;
            if (count_flash2 == 0) begin
                rgb_reg[2] <= ~rgb_reg[2];
            end
        end
        else begin
            led_reg <= 4'h0;
            rgb_reg <= 3'h0;
            count_flash <= 0;
            count_flash2 <= 0;
        end
    end
    always_comb begin : fsm_output
        case (currstate)
            reset: begin
                rgb <= 3'h0;
                led <= 4'h0;
            end
            lock: begin
                rgb <= 3'h1;
                led <= 4'h0;
            end 
            s1, w1, r1: begin
                rgb <= 3'h0;
                led <= 4'h1;
            end
            s2, w2, r2: begin
                rgb <= 3'h0;
                led <= 4'h3;
            end
            s3, w3, r3: begin
                rgb <= 3'h0;
                led <= 4'h7;
            end
            unlock: begin
                rgb <= 3'h0;
                led <= led_reg;
            end
            alarm, a1: begin
                rgb <= rgb_reg;
                led <= 4'h0;
            end
            default: begin
                rgb <= 3'h0;
                led <= 4'h0;
            end
        endcase
    end
endmodule
module single_pulse_detector 
    #(
        parameter detect_type = 2'b0
    )
    (
        input logic clk,
        input logic rst,
        input logic input_signal,
        output logic output_pulse
    );
    logic ff0;
    logic ff1;
    always_ff@(posedge clk, posedge rst) begin
        if (rst) begin
            ff0 <= 1'b0;
            ff1 <= 1'b0;
        end
        else begin
            ff0 <= input_signal;
            ff1 <= ff0;
        end
    end
    always_comb begin
        if (detect_type == 2'b00)
            output_pulse = ~ff1 & ff0;
        else if (detect_type == 2'b01)
            output_pulse = ~ff0 & ff1;
        else if (detect_type == 2'b10)
            output_pulse = ff0 ^ ff1;
        else
            output_pulse = 1'b0;
    end
endmodule
module top_fsm 
# (
    parameter clk_freq = 50_000_000,
    parameter stable_time = 10,
    parameter flash_speed = 23
)
(
    input logic clk,
    input logic [3:0] btn,
    output logic [3:0] led,
    output logic [2:0] rgb
);
    logic [3:0] btn_debounce;
    logic [3:0] btn_pulse;
genvar k;
generate
    for (k = 0; k<4; k++) begin
    debounce
        #(
            .clk_freq(clk_freq),
            .stable_time(stable_time)
        )
        db_btn_i
        (
            .clk(clk),
            .rst(0),
            .button(btn[k]),
            .result(btn_debounce[k])
        ); 
        single_pulse_detector sp_btn_i (
            .clk(clk),
            .rst(0),
            .input_signal(btn_debounce[k]),
            .output_pulse(btn_pulse[k])
        );
    end   
endgenerate
lock_fsm 
#(
    .flash_speed(flash_speed)
)
lock_fsm_i
(
    .clk(clk),
    .nwse(btn_pulse),
    .led(led),
    .rgb(rgb)
);
endmodule
==> /design/flow/run.sh <==
#!/bin/bash
# OpenROAD 26Q1-2900-gdf79404cd8, Yosys 0.63+post, stock flow scripts
make -C /OpenROAD-flow-scripts/flow DESIGN_CONFIG=/design/flow/config.mk WORK_HOME=/design/flow/orfs finish
==> /design/flow/config.mk <==
export PLATFORM = sky130hd
export DESIGN_NAME = top_fsm
export DESIGN_NICKNAME = top_fsm
export VERILOG_FILES = /design/flow/design.v
export SDC_FILE = /design/flow/constraint.sdc
export NUM_CORES = 4
export LEC_CHECK = 1
export CORE_UTILIZATION = 40
==> /design/flow/constraint.sdc <==
current_design top_fsm

set clk_period 5.0
set clk_io_pct 0.2

create_clock -name clk0 -period $clk_period [get_ports {clk}]

set non_clock_inputs [all_inputs -no_clocks]
set_input_delay [expr $clk_period * $clk_io_pct] -clock clk0 $non_clock_inputs
set_output_delay [expr $clk_period * $clk_io_pct] -clock clk0 [all_outputs]
==> results_slide.txt <==
Implementation Results

Synth
  – Yosys warning count: 11
  – Flops after synth: 198
  – Register share after synthesis: 0.4504
  – Yosys stat area: approximately 10000 sq um
  – Async S/R FF share, synth: 0
  – Yosys cell types: between 50 and 60
  – EDFF count, synth: roughly 58
  – Syn Std Cell Area: about 10000 sq um
  – Cell count in the Yosys report: approximately 1.1k
  – Mapped Avg Cell Area: roughly 9.4 sq um
  – Commonest flop: dfxtp_1
  – Post-Syn Instances: 1069

Setup path
  – Worst reg2reg path depth: 6
  – Critical path class: reg -> out
  – Reg2reg setup slack: between 2 and 3 ns
  – Crit start category: register
  – CP endpoint: led[0]
  – Worst R2R End: lock_fsm_i.currstate[2]
  – Data required, critical path: about 4.0 ns
  – CP endpoint kind: output pin
  – Worst R2R Start: lock_fsm_i.currstate[1]
  – Worst Setup SP: lock_fsm_i.currstate[1]
  – CP arrival: around 2.4 ns
  – CP max FO: 16

Floorplan
  – Top-level I/O count: 12
  – Die area: approximately 26000 sq um
  – CORE AREA: 24530 sq um
  – DIE HEIGHT: 160.8 um
  – Horiz. Die Dim: roughly 160 um
  – Init Core Util: 0.4113
  – FP Rows: 57

Routing
  – Number of diodes: 0
  – 1st-pass router iterations: 4
  – Vias: about 7.2k
  – Vias per cell: between 5 and 6
  – Initial drt markers: roughly 510
  – Drt wl/cell: between 10 and 15 um
  – # DRC: 0
  – Post-DRT Antenna Nets: 0
  – Routed wire length: between 15000 and 20000 um

Place
  – Port bufs: 10
  – Final HPWL DP: 11730 um
  – Final RePlAce weighted congestion: around 0.9
  – Dpl cells: 1374

Pwr
  – P per Cell Area: 278.4 nW/um^2
  – IR drop worst, VDD: ~0.00025 V
  – Leakage power: just under 0.004 uW

STA
  – Post-route minimum period: 3.347 ns
  – Setup TNS: 0 ns
  – RSZ-0062 raised after global routing: false
  – Final setup viols: 0
  – Worst slew margin: 0.4245
  – Final count of pins violating max slew: 0
  – Fmax: around 300 MHz
  – Final clock skew: approximately 0.012 ns
  – Final worst-path cycle share: 0.6695
  – Worst slew pin tran: 0.8614 ns
  – Final hold violation count: 0

GRT
  – Most Crowded Layer GR: met1
  – Initial antenna violation count: 0
  – M1 GR Usage: 0.2542
  – M3 GR Usage: 0.02424
  – Aggregate global-route resource usage: 0.1508
  – GR met2 Demand/Resource: 0.2170
  – Largest net degree at the start of global routing: roughly 53
  – First-pass GRT wire length: approximately 32000 um
  – Vias in the first global route: between 6k and 7k
  – Grt total ovfl: 0

CTS
  – PostCTS Resize Cnt: 0
  – CTS tree: yes
  – Postcts setup bufs: 0
  – Hold buffers post-CTS: 0
  – Total clock sinks: 198
  – Longest Clk Path Bufs: 2
  – Clock-pin slew on the worst setup and hold paths: around 0.07 ns
  – Clock Latency Late Sink: 0.43 ns
  – Root buffer cell: clkbuf_16
  – H-tree Lvls: 4
  – CTS Buf Count: 17

Layout
  – Top flop regs: genblk1.db_btn_i.count (128), lock_fsm_i.count_flash2 (25), lock_fsm_i.count_flash (24)
  – Fraction of layout cells with a size suffix above 1: 0.05453
  – Syn-to-layout area delta: 10.24%
  – Logic area: between 5000 and 6000 sq um
  – Number of flip-flops in the largest register: 128
  – Reg area: ~4500 sq um
  – Largest reg by FF count: genblk1.db_btn_i.count
  – Fillers: about 2.3k
  – Final cell count without fillers: between 1k and 1.5k

Outcome
  – Status: completed

Worst hold path
  – Type of the most critical hold path: reg -> reg

Run
  – Tool warnings: 31
  – Maxcap violations: 0
through the flow:
stage | total power [uW] | utilization | hold slack, ns | instance area [sq um] | setup slack, ns
final | 3097 | 0.4534 | 0.3523 | 11120 | 1.653
after global routing | 3214 | 0.4534 | 0.3657 | 11120 | 1.430
after CTS | 3149 | 0.4534 | 0.3536 | 11120 | 1.583
after detailed placement | 1736 | 0.4287 | 0.3466 | 10520 | 2.068
after global placement | 1736 | 0.4287 | 0.3378 | 10520 | 2.028
after floorplan | 1722 | - | 0.3314 | 10090 | 2.578
worst min-delay path by stage:
stage / startpoint / slack, ns / cells past startpoint / end
finish: genblk1[2].db_btn_i.sig / 0.35 / 0 / genblk1[2].sp_btn_i.ff0
global route: genblk1[2].db_btn_i.sig / 0.37 / 0 / genblk1[2].sp_btn_i.ff0
CTS: genblk1[2].db_btn_i.sig / 0.35 / 0 / genblk1[2].sp_btn_i.ff0
cells by family (layout without fill, tap and decap cells):
group / Yosys count / in the layout / share of synthesized area
and+or+nand+nor: 566 / 566 / 0.3276
DFF: 198 / 198 / 0.4504
xor gates and xnor gates: 149 / 149 / 0.1293
AOI/OAI and AO/OA: 75 / 75 / 0.04613
buffers and inverters: 61 / 74 / 0.02431
adders and majority gates: 12 / 12 / 0.01488
muxes: 7 / 7 / 0.006945
other: 1 / 1 / 0.0003717
cell usage in the layout (no fill, tap or decap), types with 14 or more instances in the layout:
| cell | count |
|---|---|
| dfxtp_1 | 140 |
| xnor2_1 | 98 |
| and2_1 | 98 |
| nand3_1 | 82 |
| nand2_1 | 75 |
| nor2_1 | 70 |
| edfxtp_1 | 58 |
| xor2_1 | 51 |
| nand4_1 | 50 |
| nor4_1 | 34 |
| o21ai_0 | 27 |
| and3_1 | 27 |
| nor2b_1 | 26 |
| nor3_1 | 24 |
| inv_1 | 23 |
| clkbuf_16 | 18 |
| nand2b_1 | 16 |
| or3_1 | 15 |
| and4_1 | 15 |
| a21oi_1 | 14 |
worst max-delay path: stages, from the launching register on:
cell and delay [ns]:
edfxtp_1 0.65, clkinv_1 0.41, o21ai_0 0.32, clkdlybuf4s50_1 0.54
power by group:
part / switching (uW) / leakage, uW / internal, uW / total, uW
clock: 654 / 0.000297 / 745 / 1400
sequential: 8.90 / 0.00183 / 1650 / 1660
combinational: 22.6 / 0.00184 / 18.4 / 41.0
total: 685 / 0.00397 / 2410 / 3100
per-layer routing:
metal	up-vias	part of all wire
met2	67	0.42
met4	0	0.0089
met1	3370	0.54
li1	3779	-
met5	-	0
met3	10	0.028
final cells by class:
class	instances	area share
Multi-Input combinational cell	810	0.4780
Sequential cell	198	0.4085
Clock buffer	19	0.04083
Tap cell	324	0.03645
Timing Repair Buffer	18	0.01440
Clock inverter	13	0.01372
Inverter	24	0.008099
cells in the mapped netlist (3+ instances only):
master / number / area, sq um
o21a_1: 5 / 37.54
nor4_2: 3 / 37.54
nand3_2: 3 / 30.03
nor3_1: 24 / 120.1
nand2b_1: 16 / 100.1
o31ai_1: 3 / 22.52
nand4_1: 50 / 312.8
edfxtp_1: 58 / 1742
and4_1: 15 / 131.4
nor2b_1: 26 / 162.7
ha_1: 12 / 150.1
a21boi_0: 7 / 52.55
o21ai_0: 27 / 135.1
inv_1: 23 / 86.33
o2111ai_1: 4 / 35.03
and2_1: 98 / 613.1
nor4_1: 34 / 212.7
and3_1: 27 / 168.9
nand4_4: 3 / 63.81
nor4b_1: 11 / 96.34
nor4_4: 5 / 106.4
clkbuf_1: 30 / 112.6
nand2_1: 75 / 281.5
or3_1: 15 / 93.84
mux2i_1: 7 / 70.07
nand3_1: 83 / 415.4
a21oi_1: 14 / 70.07
nor2_1: 70 / 262.8
xnor2_1: 98 / 858.3
xor2_1: 51 / 446.7
dfxtp_1: 140 / 2803
Power is estimated from default activity; no workload was simulated.
